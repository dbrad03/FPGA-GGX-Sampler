==> ./design.v <==
`timescale 1ns / 1ps
`default_nettype none
module axis_owen_scrambler #
	(
	  parameter int DIMS       = 2,
    parameter int FRAC_BITS  = 32,
    parameter int INDEX_BITS = 32,
    parameter C_S00_AXIS_TDATA_WIDTH = DIMS*FRAC_BITS,
    parameter C_M00_AXIS_TDATA_WIDTH = DIMS*FRAC_BITS
) (
    input wire  s00_axis_aclk, s00_axis_aresetn,
    input wire  s00_axis_tlast, s00_axis_tvalid,
    input wire [C_S00_AXIS_TDATA_WIDTH-1 : 0] s00_axis_tdata,
    input wire [(C_S00_AXIS_TDATA_WIDTH/8)-1: 0] s00_axis_tstrb,
    output logic  s00_axis_tready,
    input wire  m00_axis_aclk, m00_axis_aresetn,
    input wire  m00_axis_tready,
    output logic  m00_axis_tvalid, m00_axis_tlast,
    output logic [C_M00_AXIS_TDATA_WIDTH-1 : 0] m00_axis_tdata,
    output logic [(C_M00_AXIS_TDATA_WIDTH/8)-1: 0] m00_axis_tstrb,
    input wire [FRAC_BITS-1:0] pixel_id,
    input wire [FRAC_BITS-1:0] sample_id,
    input wire [INDEX_BITS-1:0] sample_index
);
  function automatic [31:0] bit_reverse_32(input [31:0] in);
    integer i;
    begin
      for (i = 0; i < 32; i++) begin
        bit_reverse_32[i] = in[31-i];
      end
    end
  endfunction
  localparam logic [FRAC_BITS-1:0] K_PIXEL  = 32'h9e3779b1;
  localparam logic [FRAC_BITS-1:0] K_SAMPLE = 32'h85ebca6b;
  localparam logic [FRAC_BITS-1:0] K_DIM    = 32'hc2b2ae35;
  localparam logic [FRAC_BITS-1:0] H1 = 32'h6c50b47c;
  localparam logic [FRAC_BITS-1:0] H2 = 32'hb82f1e52;
  localparam logic [FRAC_BITS-1:0] H3 = 32'hc7afe638;
  localparam logic [FRAC_BITS-1:0] H4 = 32'h8d22f6e6;
  logic [FRAC_BITS-1:0] u0_pipe [3:0];
  logic [FRAC_BITS-1:0] u1_pipe [3:0];
  wire [FRAC_BITS-1:0]  u0_in, u1_in, u0_rev, u1_rev, u0_final, u1_final; 
  assign u0_in = s00_axis_tdata[FRAC_BITS-1:0];
  assign u1_in = s00_axis_tdata[(FRAC_BITS<<1)-1:FRAC_BITS];
  assign u0_rev = bit_reverse_32(u0_in);
  assign u1_rev = bit_reverse_32(u1_in);
  logic [FRAC_BITS-1:0] seed  [1:0];
  logic [FRAC_BITS-1:0] seed0 [1:0];
  logic [FRAC_BITS-1:0] seed1 [1:0];
  logic [FRAC_BITS-1:0] lk0 [4:0];
  logic [FRAC_BITS-1:0] lk1 [4:0];
  assign u0_final = bit_reverse_32(lk0[4]);
  assign u1_final = bit_reverse_32(lk1[4]);
  logic [FRAC_BITS-1:0] sample_id_reg;
  logic [C_M00_AXIS_TDATA_WIDTH-1:0] m00_axis_tdata_reg;
  logic                              m00_axis_tvalid_reg;
  logic [8:0]                        valid_pipe;
  assign s00_axis_tready = 1'b1;
  assign m00_axis_tlast = 1'b0;
  assign m00_axis_tstrb = {C_M00_AXIS_TDATA_WIDTH/8{1'b1}};
  assign m00_axis_tvalid = m00_axis_tvalid_reg;
  assign m00_axis_tdata = m00_axis_tdata_reg;
  always_ff @(posedge s00_axis_aclk) begin
    if (s00_axis_aresetn == 0) begin
      m00_axis_tdata_reg <= '0;
      m00_axis_tvalid_reg <= 0;
      valid_pipe <= '0;
      for (int i = 0; i < 2; i++) begin
        seed[i] <= '0;
        seed0[i] <= '0;
        seed1[i] <= '0;
      end
      for (int i = 0; i < 4; i++) begin
        u0_pipe[i] <= '0;
        u1_pipe[i] <= '0;
      end
      for (int i = 0; i < 5; i++) begin
        lk0[i] <= '0;
        lk1[i] <= '0;
      end
      sample_id_reg <= '0;
    end else begin
      valid_pipe <= {valid_pipe[7:0], s00_axis_tvalid};
      if (s00_axis_tvalid) begin
        seed[0] <= pixel_id * K_PIXEL;
        u0_pipe[0] <= u0_rev;
        u1_pipe[0] <= u1_rev;
        sample_id_reg <= sample_id;
      end
      seed[1] <= seed[0] ^ (sample_id_reg * K_SAMPLE);
      u0_pipe[1] <= u0_pipe[0];
      u1_pipe[1] <= u1_pipe[0];
      seed0[0] <= seed[1] ^ (32'd0 * K_DIM);
      seed1[0] <= seed[1] ^ (32'd1 * K_DIM);
      u0_pipe[2] <= u0_pipe[1];
      u1_pipe[2] <= u1_pipe[1];
      seed0[1] <= seed0[0];
      seed1[1] <= seed1[0];
      u0_pipe[3] <= u0_pipe[2];
      u1_pipe[3] <= u1_pipe[2];
      lk0[0] <= u0_pipe[3] + seed0[1];
      lk1[0] <= u1_pipe[3] + seed1[1];
      lk0[1] <= lk0[0] ^ (lk0[0] * H1);
      lk1[1] <= lk1[0] ^ (lk1[0] * H1);
      lk0[2] <= lk0[1] ^ (lk0[1] * H2);
      lk1[2] <= lk1[1] ^ (lk1[1] * H2);
      lk0[3] <= lk0[2] ^ (lk0[2] * H3);
      lk1[3] <= lk1[2] ^ (lk1[2] * H3);
      lk0[4] <= lk0[3] ^ (lk0[3] * H4);
      lk1[4] <= lk1[3] ^ (lk1[3] * H4);
      m00_axis_tvalid_reg <= valid_pipe[8];
      if (valid_pipe[8]) m00_axis_tdata_reg <= {u1_final,u0_final};
    end
  end
endmodule
`default_nettype wire
==> ./run.sh <==
#!/bin/bash
# OpenROAD 26Q1-2900-gdf79404cd8, Yosys 0.63+post, stock flow scripts
make -C /OpenROAD-flow-scripts/flow DESIGN_CONFIG=/design/flow/config.mk WORK_HOME=/design/flow/orfs finish
==> ./config.mk <==
export PLATFORM = sky130hd
export DESIGN_NAME = axis_owen_scrambler
export DESIGN_NICKNAME = axis_owen_scrambler
export VERILOG_FILES = /design/flow/design.v
export SDC_FILE = /design/flow/constraint.sdc
export NUM_CORES = 4
export LEC_CHECK = 1
export CORE_UTILIZATION = 40
==> ./constraint.sdc <==
current_design axis_owen_scrambler

set clk_period 11.0
set clk_io_pct 0.2

create_clock -name clk0 -period $clk_period [get_ports {s00_axis_aclk}]

set non_clock_inputs [all_inputs -no_clocks]
set_input_delay [expr $clk_period * $clk_io_pct] -clock clk0 $non_clock_inputs
set_output_delay [expr $clk_period * $clk_io_pct] -clock clk0 [all_outputs]
==> results.sh <==
# source this file to load flow results
export IMPL_reg_top3="lk0 x160, lk1 x160"
export IMPL_fp_utilization=0.402
export IMPL_clock_root_buffer="clkbuf_16"
export IMPL_n_fill_cell=25307
export IMPL_synth_avg_cell_area_um2=10.1
export IMPL_place_inst=14520
export IMPL_slowest_delay_ns=0.99
export IMPL_finalHoldViolCount=0
export IMPL_dpl_hpwl_um=219000
export IMPL_synth_cell_types=85
export IMPL_grt_antenna_before_repair=7
export IMPL_warnings=88
export IMPL_wl_per_cell_um=17.2
export IMPL_drt_vias_per_instance=4.63
export IMPL_drv_cap=0
export IMPL_edf_count=0
export IMPL_track_usage=0.204
export IMPL_drtIter0Drc=2296
export IMPL_flop_cell="dfxtp_1"
export IMPL_worst_ep_required_time_ns=11.53
export IMPL_dr_total_vias=67959
export IMPL_ios=250
export IMPL_antenna_left=0
export IMPL_grt_pass1_vias=73438
export IMPL_ys_chip_area_um2=109000
export IMPL_cp_start_kind="primary input"
export IMPL_clock_skew_ns=0.0752
export IMPL_dr_pass1_iters=5
export IMPL_cpMaxStageDelayCell="clkdlybuf4s50_1"
export IMPL_slew_viol_final=0
export IMPL_rows=191
export IMPL_cp_data_arrival_time_ns=9.71
export IMPL_final_seq_area_um2=16900
export IMPL_syn_area_um2=109000
export IMPL_die_h_um=524
export IMPL_async_flop_share=0
export IMPL_gp_congestion=0.946
export IMPL_crit_type="in -> reg"
export IMPL_placement_io_buffers=195
export IMPL_drt_wl_total_um=253000
export IMPL_synth_cells=10821
export IMPL_fp_dieW_um=524
export IMPL_relSlewSlack=0.415
export IMPL_cp_num_buf_inv=9
export IMPL_grt_pass1_wl_um=409000
export IMPL_cts_buffer_depth=3
export IMPL_design_area_um2=118000
export IMPL_setup_violations=0
export IMPL_chipArea_um2=274000
export IMPL_path_max_fanout=10
export IMPL_rsz0062_at_grt="false"
export IMPL_cpLargestDelayFamily="adder cells"
export IMPL_clk_latency_ns=0.74
export IMPL_cts_sinks=842
export IMPL_ctsHoldBuffers=0
export IMPL_hold_path_class="reg -> reg"
export IMPL_yosys_stat_cells=10821
export IMPL_htree_levels=3
export IMPL_cts_repair_resized=0
export IMPL_drive_gt1_frac=0.0240
export IMPL_fin_setup_tns_ns=0
export IMPL_synth_seq_share=0.155
export IMPL_drc=0
export IMPL_final_cells=14693
export IMPL_grt_overflow_total=0
export IMPL_core_um2=271000
export IMPL_ys_warn_count=8
export IMPL_fin_crit_ns=9.17
export IMPL_cp_end_kind="flip-flop"
export IMPL_cts_buffers=93
export IMPL_cts_tree="yes"
export IMPL_final_comb_area_um2=79800
export IMPL_pre_cts_ws_ns=1.10
export IMPL_finalCritPeriodShare=0.834
export IMPL_area_delta_synth_final_pct=8.90
export IMPL_post_cts_buffers=0
export IMPL_max_freq_mhz=109
export IMPL_synth_flops=842
export IMPL_place_area_um2=115000
export IMPL_fin_ws_ns=1.83
export IMPL_path_clk_slew_ns=0.06
export IMPL_grt_max_degree=126
export IMPL_outcome="finished clean"
export IMPL_tightest_slew_ns=0.877
-- worst paths after layout --
check                   start           end  slack [ns]  depth (start not counted)
setup / recovery  pixel_id[2]   seed[0][31]        1.83                         26
hold / removal    seed[1][14]  seed0[0][14]        0.38                          1
setup reg to reg   lk1[0][15]    lk1[1][29]        3.13                         26
hold reg to reg   seed[1][14]  seed0[0][14]        0.38                          1
-- metal layers --
metal	vias up	share of wire	global-route usage
li1	33206	-	-
met1	33035	0.42	0.284
met2	1465	0.48	0.329
met3	243	0.073	0.0641
met4	10	0.020	0.0314
met5	-	0.00026	0
-- cells by family (layout without fill, tap and decap cells) --
family / count (synthesis) / in the layout / share of synthesized area
AND/OR/NAND/NOR: 1270 / 1270 / 0.0569
other: 2 / 13 / 0.0000690
adder cells (fa/ha/maj): 3594 / 3594 / 0.539
flip-flops: 842 / 842 / 0.155
XOR/XNOR: 885 / 885 / 0.0712
AND-OR/OR-AND: 798 / 798 / 0.0484
multiplexers: 185 / 185 / 0.0170
buffers and inverters: 3245 / 3536 / 0.112
-- cells in the mapped netlist, drive strengths merged, types with 9 or more instances --
| cell type | n | area share |
|---|---|---|
| o21ai | 127 | 0.0059 |
| o21a | 48 | 0.0033 |
| inv | 3111 | 0.11 |
| nand4 | 13 | 0.00075 |
| nand2 | 95 | 0.0033 |
| or2 | 12 | 0.00069 |
| nand3 | 42 | 0.0019 |
| and3 | 35 | 0.0020 |
| clkbuf | 109 | 0.0038 |
| fa | 1825 | 0.34 |
| nand2b | 43 | 0.0025 |
| o21bai | 38 | 0.0026 |
| xnor2 | 732 | 0.059 |
| a21oi | 245 | 0.011 |
| nor3 | 42 | 0.0019 |
| xor2 | 153 | 0.012 |
| a31oi | 27 | 0.0017 |
| a211oi | 19 | 0.0014 |
| o31ai | 13 | 0.00094 |
| nor2b | 37 | 0.0021 |
| o211ai | 14 | 0.00097 |
| a31o | 9 | 0.00072 |
| ha | 1769 | 0.20 |
| buf | 25 | 0.0012 |
| dfxtp | 842 | 0.15 |
| nor2 | 581 | 0.020 |
| and2 | 318 | 0.018 |
| a21boi | 11 | 0.00076 |
| a21o | 156 | 0.011 |
| a2111oi | 11 | 0.0011 |
| or3 | 27 | 0.0016 |
| mux2i | 185 | 0.017 |
-- cell type report --
class | count | share of cell area
Inverter | 3111 | 0.0986
Tap cell | 3570 | 0.0377
Antenna cell | 3 | 0.0000634
Timing Repair Buffer | 255 | 0.0204
Clock buffer | 122 | 0.0220
Multi-Input combinational cell | 6742 | 0.673
Clock inverter | 48 | 0.00570
Sequential cell | 842 | 0.142
-- cells in the final DEF, fill, tap and decap left out, types with 10 or more instances in the layout --
master / count
inv_1: 3110
fa_1: 1825
ha_1: 1769
dfxtp_1: 841
xnor2_1: 732
nor2_1: 581
and2_1: 318
a21oi_1: 244
clkdlybuf4s50_1: 193
mux2i_1: 185
a21o_1: 155
xor2_1: 153
o21ai_0: 119
nand2_1: 94
clkbuf_16: 94
buf_4: 59
o21a_1: 48
nand2b_1: 43
nor3_1: 42
nand3_1: 42
o21bai_1: 38
nor2b_1: 37
and3_1: 33
or3_1: 26
a31oi_1: 26
a211oi_1: 18
clkinv_2: 15
clkbuf_8: 15
o211ai_1: 14
nand4_1: 13
clkbuf_1: 13
or2_2: 12
o31ai_1: 12
a21boi_0: 11
conb_1: 10
-- stage by stage --
stage	hold slack (ns)	utilization
2_1_floorplan	0.384	-
5_1_grt	0.402	0.438
3_3_place_gp	0.398	0.425
6_report	0.382	0.438
3_5_place_dp	0.400	0.425
4_1_cts	0.381	0.438
